## ./design.v

```verilog
`timescale 1ns / 1ps
module D_flip_flop_n(
    input d, clk,
    input enable, reset_p,
    output reg q
    );
    always @(negedge clk or posedge reset_p) begin        
        if(reset_p) begin
            q = 1'b0;
        end
        else if(enable) begin
            q = d;
        end
    end
endmodule
module D_flip_flop_p(
    input d, clk,
    input enable, reset_p,
    output reg q
    );
    always @(posedge clk or posedge reset_p) begin        
        if(reset_p) begin
            q = 1'b0;
        end
        else if(enable) begin
            q = d;
        end
    end
endmodule
module T_flip_flop_n(
    input clk, reset_p,
    input enable,
    input t,
    output reg q
    );
    always @(negedge clk, posedge reset_p) begin
        if(reset_p) begin
            q = 0;
        end
        else begin
            if(enable) begin
                if(t) q = ~q;
                else q = q;          
            end
        end
    end
endmodule
module T_flip_flop_p(
    input clk, reset_p,
    input enable,
    input t,
    output reg q
    );
    always @(posedge clk, posedge reset_p) begin
        if(reset_p) begin
            q = 0;
        end
        else begin
            if(enable) begin
                if(t) q = ~q;
                else q = q;          
            end
        end
    end
endmodule
module up_counter_asyc(
    input clk, reset_p,
    output [3:0] count 
    );
    T_flip_flop_n cnt0(.clk(clk), .reset_p(reset_p), .enable(1'b1), .t(1'b1), .q(count[0]));
    T_flip_flop_n cnt1(.clk(count[0]), .reset_p(reset_p), .enable(1'b1), .t(1'b1), .q(count[1]));
    T_flip_flop_n cnt2(.clk(count[1]), .reset_p(reset_p), .enable(1'b1), .t(1'b1), .q(count[2]));
    T_flip_flop_n cnt3(.clk(count[2]), .reset_p(reset_p), .enable(1'b1), .t(1'b1), .q(count[3]));
endmodule
module down_counter_asyc(
    input clk, reset_p,
    output [3:0] count 
    );
    T_flip_flop_p cnt0(.clk(clk), .reset_p(reset_p), .enable(1), .t(1), .q(count[0]));
    T_flip_flop_p cnt1(.clk(count[0]), .reset_p(reset_p), .enable(1), .t(1), .q(count[1]));
    T_flip_flop_p cnt2(.clk(count[1]), .reset_p(reset_p), .enable(1), .t(1), .q(count[2]));
    T_flip_flop_p cnt3(.clk(count[2]), .reset_p(reset_p), .enable(1), .t(1), .q(count[3]));
endmodule
module up_counter_p(
    input clk, reset_p,
    output reg [3:0] count
    );
    always @(posedge clk, posedge reset_p) begin
        if(reset_p) begin
            count = 0;
        end
        else begin
            count = count + 1;
        end
    end
endmodule
module up_counter_n(
    input clk, reset_p,
    output reg [3:0] count
    );
    always @(negedge clk, posedge reset_p) begin
        if(reset_p) begin
            count = 0;
        end
        else begin
            count = count + 1;
        end
    end
endmodule
module down_counter_p(
    input clk, reset_p,
    output reg [3:0] count
    );
    always @(posedge clk, posedge reset_p) begin
        if(reset_p) begin
            count = 0;
        end
        else begin
            count = count - 1;
        end
    end
endmodule
module down_counter_n(
    input clk, reset_p,
    output reg [3:0] count
    );
    always @(negedge clk, posedge reset_p) begin
        if(reset_p) begin
            count = 0;
        end
        else begin
            count = count - 1;
        end
    end
endmodule
module ring_counter_pos (
    input clk, reset_p,
    output reg [3:0] q
    );
    always @(posedge clk or posedge reset_p) begin
        if (reset_p) begin
            q <= 4'b0001;                    
        end
        else begin
            q = {q[2:0], q[3]};
        end
    end
endmodule
module ring_counter_led (
    input clk, reset_p,
    output reg [15:0] q
    );
    always @(posedge clk or posedge reset_p) begin
        if (reset_p) begin
            q <= 4'b0000_0000_0000_0001;                    
        end
        else begin
            q <= {q[14:0], q[15]};
        end
    end
endmodule
module edge_detector_neg (
    input clk, reset_p, cp,      
    output p_edge, n_edge        
    );
    reg ff_cur, ff_old;          
    always @(negedge clk or posedge reset_p) begin
        if (reset_p) begin           
            ff_cur <= 1'b0;
            ff_old <= 1'b0;
        end
        else begin                   
            ff_old <= ff_cur;
            ff_cur <= cp;
        end
    end
    assign p_edge = ({ff_cur, ff_old} == 2'b10) ? 1'b1 : 1'b0;
    assign n_edge = ({ff_cur, ff_old} == 2'b01) ? 1'b1 : 1'b0;
endmodule
module edge_detector_pos (
    input clk, reset_p, cp,      
    output p_edge, n_edge        
    );
    reg ff_cur, ff_old;          
    always @(posedge clk or posedge reset_p) begin
        if (reset_p) begin           
            ff_cur <= 1'b0;
            ff_old <= 1'b0;
        end
        else begin                   
            ff_old <= ff_cur;
            ff_cur <= cp;
        end
    end
    assign p_edge = ({ff_cur, ff_old} == 2'b10) ? 1'b1 : 1'b0;
    assign n_edge = ({ff_cur, ff_old} == 2'b01) ? 1'b1 : 1'b0;
endmodule
module memory (
    input clk, 
    input rd_en, wr_en,
    input [3:0] wr_addr, rd_addr,
    input [7:0] i_data,
    output reg [7:0] o_data
    );
    reg [7:0] ram [0:1023];
    always @(posedge clk)begin
        if(wr_en) ram[wr_addr] = i_data;
    end
    always @(posedge clk)begin
        if(rd_en) o_data = ram[rd_addr];
    end
endmodule
```

## ./run.sh

```bash
#!/bin/bash
# OpenROAD 26Q1-2900-gdf79404cd8, Yosys 0.63+post, stock flow scripts
make -C /OpenROAD-flow-scripts/flow DESIGN_CONFIG=/design/flow/config.mk WORK_HOME=/design/flow/orfs finish
```

## ./config.mk

```make
export PLATFORM = sky130hd
export DESIGN_NAME = memory
export DESIGN_NICKNAME = memory
export VERILOG_FILES = /design/flow/design.v
export SDC_FILE = /design/flow/constraint.sdc
export NUM_CORES = 4
export LEC_CHECK = 1
export CORE_UTILIZATION = 50
export SYNTH_MEMORY_MAX_BITS = 65536
```

## ./constraint.sdc

```tcl
current_design memory

set clk_period 1.9
set clk_io_pct 0.2

create_clock -name clk0 -period $clk_period [get_ports {clk}]

set non_clock_inputs [all_inputs -no_clocks]
set_input_delay [expr $clk_period * $clk_io_pct] -clock clk0 $non_clock_inputs
set_output_delay [expr $clk_period * $clk_io_pct] -clock clk0 [all_outputs]
```

==> report_table.html <==
<!-- implementation run metrics -->
<table>
<tr><th>Metric</th><th>Value</th></tr>
<tr><th colspan="2">Run status</th></tr>
<tr><td>Run status</td><td>complete, no violations</td></tr>
<tr><th colspan="2">STA</th></tr>
<tr><td>Period Utilization, post-route</td><td>0.933</td></tr>
<tr><td>Worst-case headroom to the max-slew limit</td><td>0.443</td></tr>
<tr><td>Setup repair after global routing missed its margin</td><td>false</td></tr>
<tr><td>Slew at the pin closest to its max-slew limit</td><td>between 0.8 and 0.9 ns</td></tr>
<tr><td>Min setup slack post-route</td><td>~0.13 ns</td></tr>
<tr><td>Final Setup Violations</td><td>0</td></tr>
<tr><td>Total count of hold-check failures in the final report</td><td>0</td></tr>
<tr><td>Final Max Slew Viols</td><td>0</td></tr>
<tr><td>Time the final worst path needs with I/O delays and setup</td><td>between 1.5 and 2 ns</td></tr>
<tr><td>Worst setup skew after layout</td><td>~0.0085 ns</td></tr>
<tr><td>Maximum frequency from static timing analysis</td><td>0.564 GHz</td></tr>
<tr><th colspan="2">Floorplanning</th></tr>
<tr><td>Vertical die dimension</td><td>104 um</td></tr>
<tr><td>Top Ports</td><td>27</td></tr>
<tr><td>CORE AREA</td><td>between 9000 and 10000 um^2</td></tr>
<tr><td>Starting Density</td><td>0.525</td></tr>
<tr><td>Area of the chip</td><td>10900 um^2</td></tr>
<tr><td>Site row count</td><td>36</td></tr>
<tr><td>Die width</td><td>approximately 100 um</td></tr>
<tr><th colspan="2">GRT</th></tr>
<tr><td>First-pass GRT wire length</td><td>15400 um</td></tr>
<tr><td>Maximum number of pins on one net before global-route repair</td><td>24</td></tr>
<tr><td>Global routing's busiest layer</td><td>met1</td></tr>
<tr><td>Met1 routing resource usage after global routing</td><td>0.354</td></tr>
<tr><td>Aggregate global routing overflow</td><td>0</td></tr>
<tr><td>Met2 track utilization from global routing</td><td>0.309</td></tr>
<tr><td>Vias in the first global route</td><td>about 2800</td></tr>
<tr><td>Met3 routing resource usage after global routing</td><td>0.144</td></tr>
<tr><td>Aggregate global-route resource usage</td><td>0.221</td></tr>
<tr><td>Antenna violations before repair</td><td>0</td></tr>
<tr><th colspan="2">Critical path</th></tr>
<tr><td>Flop2flop setup slack</td><td>~0.33 ns</td></tr>
<tr><td>Worst-path maximum fanout</td><td>1</td></tr>
<tr><td>Crit path DRT</td><td>about 1.5 ns</td></tr>
<tr><td>FF-to-FF End</td><td>o_data[2]</td></tr>
<tr><td>Arr. time, crit path</td><td>between 1 and 1.5 ns</td></tr>
<tr><td>Largest delay contributor family on the critical path</td><td>buffers and inverters</td></tr>
<tr><td>Critical-path cell with the highest stage delay</td><td>sky130_fd_sc_hd__clkdlybuf4s50_1</td></tr>
<tr><td>Crit-path cells</td><td>clkdlybuf4s50_1</td></tr>
<tr><td>Worst Setup SP</td><td>o_data[2]</td></tr>
<tr><td>Nature of the critical path endpoint</td><td>output port</td></tr>
<tr><td>Startpoint of the most critical register-to-register path</td><td>ram[8][2]</td></tr>
<tr><td>Highest cell delay on the worst timing path</td><td>about 0.50 ns</td></tr>
<tr><td>Critical Path Source Type</td><td>flop</td></tr>
<tr><td>FF-to-FF path depth</td><td>3</td></tr>
<tr><td>Number of buffer and inverter instances along the worst setup path</td><td>1</td></tr>
<tr><td>Startpoint-to-endpoint class of the critical path</td><td>reg -&gt; out</td></tr>
<tr><th colspan="2">Worst hold path</th></tr>
<tr><td>Hold Crit Class</td><td>in -&gt; reg</td></tr>
<tr><td>Start point of the worst hold path</td><td>rd_addr[0]</td></tr>
<tr><td>Sink of the worst hold path</td><td>o_data[2]</td></tr>
<tr><td>Number of stages on the worst hold path</td><td>5</td></tr>
<tr><th colspan="2">Final layout</th></tr>
<tr><td>Filler cells</td><td>around 660</td></tr>
<tr><td>Most common logic cell in the routed design</td><td>sky130_fd_sc_hd__edfxtp_1</td></tr>
<tr><td>Summed area of non-filler cells in the final layout</td><td>roughly 6500 um^2</td></tr>
<tr><td>Area growth from synthesis to layout</td><td>23.8%</td></tr>
<tr><td>Most frequent cells in the layout</td><td>136 x sky130_fd_sc_hd__edfxtp_1, 36 x sky130_fd_sc_hd__buf_4, 25 x sky130_fd_sc_hd__clkdlybuf4s50_1</td></tr>
<tr><td>Fraction of layout instances using a drive strength above 1</td><td>0.287</td></tr>
<tr><th colspan="2">Drt</th></tr>
<tr><td>First-pass iteration count of the detailed router</td><td>4</td></tr>
<tr><td>DRT antenna net count</td><td>0</td></tr>
<tr><td>Aggregate routed wire length</td><td>9860 um</td></tr>
<tr><td>Total via count after detailed routing</td><td>about 2500</td></tr>
<tr><td>Routed via count divided by cell count</td><td>about 5.6</td></tr>
<tr><td>Antenna diode count</td><td>0</td></tr>
<tr><td>Average wire per cell in the routed design</td><td>about 22 um</td></tr>
<tr><td>Count of routing violations after the opening detailed-route iteration</td><td>83</td></tr>
<tr><td>Total DRC errors in the routed layout</td><td>0</td></tr>
<tr><th colspan="2">Place</th></tr>
<tr><td>Number of buffer cells added on primary ports</td><td>26</td></tr>
<tr><td>Total cell area at the placement stage</td><td>roughly 5900 um^2</td></tr>
<tr><td>Gpl congestion</td><td>a little under 0.8</td></tr>
<tr><td>Post-placement worst setup slack</td><td>-0.315 ns</td></tr>
<tr><td>HPWL reported at the end of detailed placement</td><td>6400 um</td></tr>
<tr><th colspan="2">Clock tree</th></tr>
<tr><td>Clock Pin Slew Worst Setup and Hold Paths</td><td>around 0.060 ns</td></tr>
<tr><td>Hold buffer count at CTS</td><td>0</td></tr>
<tr><td>Number of levels in the clock H-tree</td><td>4</td></tr>
<tr><td>Clock net sink count</td><td>136</td></tr>
<tr><td>Clock tree from TritonCTS</td><td>yes</td></tr>
<tr><td># resized after CTS</td><td>0</td></tr>
<tr><td>Inserted Clock Buffers</td><td>17</td></tr>
<tr><td>Count of buffers added by post-CTS timing repair for setup</td><td>0</td></tr>
<tr><td>Clock insertion delay at the later pin of the skew report</td><td>just over 0.5 ns</td></tr>
<tr><td>Clock Path Buffers</td><td>2</td></tr>
<tr><td>Clock root cell</td><td>sky130_fd_sc_hd__clkbuf_8</td></tr>
<tr><th colspan="2">Synthesis</th></tr>
<tr><td>Adder and majority gate portion of the synthesized area</td><td>0</td></tr>
<tr><td>Dominant non-sequential cell family after synthesis</td><td>multiplexers</td></tr>
<tr><td>Post-Synthesis Mean Instance Area</td><td>22.8 um^2</td></tr>
<tr><td>Synth Cell Area</td><td>between 5000 and 6000 um^2</td></tr>
<tr><td>Synthesized-area fraction occupied by xor and xnor cells</td><td>0</td></tr>
<tr><td>Unique masters post-synth</td><td>18</td></tr>
<tr><td>Chip area estimate from yosys synthesis</td><td>5230 um^2</td></tr>
<tr><td>Number of cells in Yosys stat</td><td>between 200 and 250</td></tr>
<tr><td>Mux area share</td><td>0.148</td></tr>
<tr><td>Total of flip-flops plus latches after synthesis</td><td>~140</td></tr>
<tr><td>Post-synth seq share</td><td>0.781</td></tr>
<tr><td>Total of warnings raised by yosys</td><td>1</td></tr>
<tr><td>Synth Area in Compound Gates</td><td>0.0230</td></tr>
<tr><td>Share of synthesized cell area in and, or, nand and nor gates</td><td>0.0314</td></tr>
<tr><td>Synthesized instance count</td><td>approximately 230</td></tr>
<tr><th colspan="2">Power and ir drop</th></tr>
<tr><td>Leakage</td><td>between 2 and 2.5 nW</td></tr>
<tr><td>Total power density per cell area</td><td>about 1000 nW/um^2</td></tr>
<tr><td>Peak ir drop on the vdd network</td><td>~600 uV</td></tr>
<tr><th colspan="2">Job</th></tr>
<tr><td>Number of warnings in the stage logs</td><td>25</td></tr>
<tr><td>Tally of max-capacitance violations</td><td>0</td></tr>
</table>
stage by stage:
stage	total power [W]	hold slack (ns)	util	setup TNS, ns	instances
CTS	0.00682	0.641	0.650	0	450
global placement	0.00383	0.728	0.594	-5.02	418
floorplan	0.00362	0.479	-	0	229
detailed placement	0.00383	0.735	0.594	-5.15	418
finish	0.00676	0.654	0.650	0	450
global route	0.00697	0.688	0.650	0	450
routing by layer:
layer | wire (um) | part of all wire | up-vias
li1 | - | - | 1134
met1 | 3730 | 0.38 | 1226
met3 | 1380 | 0.14 | 9
met5 | 0 | 0 | -
met2 | 4640 | 0.47 | 171
met4 | 107 | 0.011 | 0
worst max path at each step:
| stage | end | slack, ns | cells past startpoint |
|---|---|---|---|
| 5_1_grt | o_data[2] | 0.06 | 1 |
| 6_report | o_data[2] | 0.13 | 1 |
| 4_1_cts | o_data[2] | 0.1 | 1 |
report_power, final:
part | switching, W | internal [W] | leakage (nW)
clock network | 0.00124 | 0.00175 | 0.265
registers | 0.0000171 | 0.00338 | 1.24
logic | 0.000176 | 0.000190 | 0.696
total | 0.00143 | 0.00533 | 2.20
sequential cells by signal, summed over array words and instances (netlist names):
name and cells:
ram 128, o_data 8
layout make-up:
| type | count | area, um^2 | share of cell area |
|---|---|---|---|
| well taps | 133 | 166 | 0.0257 |
| multi-input cells | 83 | 1060 | 0.163 |
| flip-flops and latches | 136 | 4080 | 0.631 |
| clock buffers | 17 | 414 | 0.0640 |
| clock inverters | 15 | 143 | 0.0220 |
| repair buffers | 66 | 606 | 0.0936 |
synth_stat cells:
cell                                n  area [um^2]
sky130_fd_sc_hd__buf_4              1         7.51
sky130_fd_sc_hd__or3b_2             1         8.76
sky130_fd_sc_hd__nand3_1            1         5.00
sky130_fd_sc_hd__nand2_1            9         33.8
sky130_fd_sc_hd__a22oi_1           16          120
sky130_fd_sc_hd__nand2b_1           2         12.5
sky130_fd_sc_hd__edfxtp_1         136         4080
sky130_fd_sc_hd__nand3b_1           2         15.0
sky130_fd_sc_hd__mux4_1            14          368
sky130_fd_sc_hd__nor3_1             4         20.0
sky130_fd_sc_hd__and2b_1            1         7.51
sky130_fd_sc_hd__mux4_2            18          405
sky130_fd_sc_hd__buf_6              3         33.8
sky130_fd_sc_hd__nor2b_1            1         6.26
sky130_fd_sc_hd__nor2_1            13         48.8
sky130_fd_sc_hd__and2_1             1         6.26
sky130_fd_sc_hd__clkdlybuf4s25_2    3         30.0
sky130_fd_sc_hd__buf_2              3         15.0
logic make-up after synthesis:
group           count (synthesis)
compound gates                 16
buf+inv                        10
flops                         136
mux                            32
simple gates                   35
Power and IR drop assume default switching activity.
